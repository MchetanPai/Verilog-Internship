==> flow/design.v <==
module spi(
    input wire [7:0] data_in,
    input wire clock,
    input wire reset,
    input wire load_data,
    output wire spi_clock,
    output reg done_send,
    output reg spi_data
);
reg [2:0] counter;
reg clock_enable;
reg clock_10;
assign spi_clock=(clock_enable)?clock_10:1'b0;
typedef enum logic [1:0] {
    IDLE = 2'd0,
    SEND = 2'd1,
    DONE = 2'd2
} state_t;
state_t state;
reg [7:0] shiftreg;
reg [2:0] bitcount;
always@(posedge clock) begin
    if(reset) begin
        counter<=0;
        clock_10<=0;
    end
    else begin
        if(counter<4) 
            counter<=counter+1;
        else begin
            counter=0;
            clock_10=~clock_10;
        end
    end
end
always@(negedge clock_10 or posedge reset)begin
    if (reset) begin
        state <= IDLE;
        done_send <= 0;
        clock_enable <= 0;
        spi_data <= 1'b1;
        shiftreg <= 0;
        bitcount <= 0;
    end
    else begin
         case (state)
            IDLE: begin
                done_send <= 0;
                clock_enable<= 0;
                if (load_data) begin
                    shiftreg <= data_in;
                    bitcount <= 0;
                    state <= SEND;
                end
            end
            SEND: begin
                clock_enable<= 1;
                spi_data <= shiftreg[7];
                shiftreg <= {shiftreg[6:0], 1'b0};
                if (bitcount < 7) begin
                    bitcount <= bitcount + 1;
                    state <= SEND;
                end
                else
                    state <= DONE;
            end
            DONE: begin
                clock_enable <= 0;
                done_send <= 1;
                if (!load_data) begin
                    done_send <= 1;
                    clock_enable<=0;
                    state <= IDLE;
                end
            end
            default: state <= IDLE;
        endcase
    end
end
endmodule
==> flow/run.sh <==
#!/bin/bash
# OpenROAD 26Q1-2900-gdf79404cd8, Yosys 0.63+post, stock flow scripts
make -C /OpenROAD-flow-scripts/flow DESIGN_CONFIG=/design/flow/config.mk WORK_HOME=/design/flow/orfs finish
==> flow/config.mk <==
export PLATFORM = sky130hd
export DESIGN_NAME = spi
export DESIGN_NICKNAME = spi
export VERILOG_FILES = /design/flow/design.v
export SDC_FILE = /design/flow/constraint.sdc
export NUM_CORES = 4
export LEC_CHECK = 1
export CORE_AREA = 10 10 92 92
export DIE_AREA = 0 0 102 102
==> flow/constraint.sdc <==
current_design spi

set clk_period 1.7
set clk_io_pct 0.2

create_clock -name clk0 -period $clk_period [get_ports {clock}]

set non_clock_inputs [all_inputs -no_clocks]
set_input_delay [expr $clk_period * $clk_io_pct] -clock clk0 $non_clock_inputs
set_output_delay [expr $clk_period * $clk_io_pct] -clock clk0 [all_outputs]
==> GITHUB_STEP_SUMMARY <==
## Synthesis and layout report

| Metric | Value |
|---|---|
| Yosys warnings | `1` |
| Peak VDD IR | `between 0.00015 and 0.0002 V` |
| LEAKAGE | `0.0005021 uW` |
| NetSw | `~89 uW` |
| Post-synth area from yosys stat | `910.9 um^2` |
| Longest Clk Path Bufs | `2` |
| ANT nets after route | `0` |
| Pwr Density | `between 300 and 400 mW/mm^2` |
| Cell count after synthesis | `83` |
| Yosys cell count | `~83` |
| Number of unconstrained endpoints | `19` |
| Critical-path maximum fanout | `2` |
| Post-synth EDFFs | `0` |
| Die span in x | `102 um` |
| Relative slew slack | `55.91%` |
| Via count | `about 600` |
| DR iter-0 viols | `24` |
| Worst setup skew after layout | `between 4 and 5 ps` |
| Kind of critical path | `reg -> out` |
| Core area | `roughly 0.0065 mm^2` |
| Log Warnings | `25` |
| CTS clk-pin slew, worst paths | `30 ps` |
| Antenna diodes | `0` |
| CP Launch Type | `register` |
| Number of global-route vias before repair | `~600` |
| GPL Wtd Cong | `0.7196` |
| Final worst path period need | `1494 ps` |
| Late-Pin Clk Latency | `220 ps` |
| Fmax | `roughly 0.67 GHz` |
| Inserted Clock Buffers | `3` |
| DR vias/cell | `3.471` |
| Slew of the pin with the lowest slew margin | `661.4 ps` |
| IO buf count | `13` |
| GRT Util Overall | `about 3.5%` |
| Setup crit end | `spi_clock` |
| DP HPWL | `between 1 and 1.5 mm` |
| Post-synth ARST share | `roughly four fifths` |
| Count of unclocked register or latch pins | `17` |
| DRC viols | `0` |
| WP data arrival | `between 1000 and 1500 ps` |
| Pre-Repair DR Iteration Count | `2` |
| Layout cells sized above 1 | `a little under a tenth` |
| First-pass GRT wire length | `2.932 mm` |
| Mapped cell area | `roughly 910 um^2` |
| Critical Path RT | `approximately 1400 ps` |
| I/O Pins | `14` |
| Critical path launch point | `clock_10` |
| R2r setup slk | `840 ps` |
| Clock group share of total power | `roughly half` |
| Cell count of the worst reg-to-reg path | `3` |
| Logic pwr share | `between 10% and 20%` |
| FF-to-FF Start | `clock_10` |
| WHS | `~420 ps` |
| Max-slew violations | `0` |
| Total Power | `401.1 uW` |
| Flop pwr share | `between 30% and 40%` |
| Root buf cell | `clkbuf_8` |
| Row count | `29` |
| Outcome | `completed` |
| Net Sw Frac | `22.22%` |
| Min-Delay Path Class | `reg -> reg` |
| Grt ovf | `0` |
| Layout area overhead | `27.20%` |
| Avg Inst Size Synth | `10.97 um^2` |
| Fp util | `14.10%` |
| Flops & latches, synth | `21` |
| Internal power | `312.0 uW` |
| Routed len/inst | `9.948 um` |
| RSZ-0062 raised after global routing | `false` |
| RR Endpoint | `clock_10` |
| Max-cap violations | `0` |
| Setup bufs post-CTS | `0` |
| Synth Flop Type | `dfrtn_1` |
| Number of antenna violations at the first check in global routing | `0` |
| Final wirelength | `~1.7 mm` |
| WHS Path Cells | `1` |
| H-tree depth | `1` |
| Chip area | `roughly 0.010 mm^2` |
| Setup TNS | `0 ps` |
| Final hold violation count | `0` |
| Hold-fix buffers, CTS | `0` |
| Largest net degree at the start of global routing | `21` |
| Final period utilization | `roughly 88%` |
| Cell Type Count | `31` |
| CTS tree | `built` |
| Finish-stage setup viols | `0` |
| Die Height | `102 um` |
| Crit path capture type | `output pin` |
| Seq share, synth | `a little under three fifths` |
| PostCTS Resize Cnt | `0` |
[flip-flops by register name, indices dropped and copies added (netlist names)]
register	flops
counter	3
done_send	1
bitcount	3
shiftreg	8
clock_enable	1
state	3
spi_data	1
clock_10	1
[critical path: stages (launching register included)]
cell	delay [ps]
dfxtp_1	350
and2_1	130
clkdlybuf4s50_1	460
[synth_stat cells (2+ instances only)]
master	instances	share of area [%]
buf_6	2	2.5
nor2_1	3	1.2
mux2i_1	8	8.8
o21ai_1	3	1.6
a21o_1	2	1.6
inv_1	4	1.6
dfxtp_1	4	8.8
ha_1	2	2.7
nor3b_1	2	1.6
dfstp_2	2	5.8
o21ai_0	4	2.2
nand2_1	14	5.8
dfrtn_1	15	41
[power by group through the flow]
stage	clock network (uW)	logic (uW)	registers (uW)
CTS	203	73.0	131
global route	215	81.3	132
finish	200	70.4	131
[metrics by stage]
step | worst slack (ps) | instances | utilization [%] | instance area [um^2]
6_report | 205.7 | 174 | 17.94 | 1159
5_1_grt | 162.6 | 174 | 17.94 | 1159
4_1_cts | 194.0 | 174 | 17.94 | 1159
3_5_place_dp | 427.5 | 171 | 17.30 | 1117
3_3_place_gp | 437.6 | 171 | 17.30 | 1117
2_1_floorplan | 703.7 | 83 | - | 910.9
[kinds of logic (layout without fill, tap and decap cells)]
logic type               after synthesis  after routing  synth area share, %
buffers and inverters                  8             22                5.494
AND-OR/OR-AND                         17             17                12.36
adder cells (fa/ha/maj)                2              2                2.747
flip-flops                            21             21                55.77
multiplexers                           9              9                10.03
XOR/XNOR                               1              1               0.9617
AND/OR/NAND/NOR                       25             25                12.64
[layer usage]
layer	GRT usage, %	part of all wire (%)
met1	4.523	47
met2	4.938	41
met3	2.045	11
met4	0.5423	1.3
met5	0	0
[how the worst min path moves through the flow]
stage         startpoint    endpoint  slack (ps)
CTS           counter[0]  counter[0]         420
finish        counter[0]  counter[0]         420
global route  counter[0]  counter[0]         450
[final cells by class]
| class | count | area (um^2) |
|---|---|---|
| repair buffers | 15 | 145.1 |
| multi-input cells | 54 | 352.8 |
| flip-flops and latches | 21 | 508.0 |
| inverters | 4 | 15.01 |
| clock buffers | 3 | 41.29 |
| well taps | 77 | 96.34 |
| fillers | 717 | 5300 |
[placed cells by master (no fill, tap or decap), types with 2 or more instances in the layout]
master	count
dfstp_2	2
dfxtp_1	4
inv_1	4
buf_4	2
clkbuf_8	3
o21ai_0	4
a21o_1	2
ha_1	2
nand2_1	14
dfrtn_1	15
nor3b_1	2
nor2_1	3
o21ai_1	3
clkdlybuf4s50_1	13
mux2i_1	8
No activity file was given, so power comes from the tool's default toggle rates.
